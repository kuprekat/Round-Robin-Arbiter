==> ./run.sh <==
#!/bin/bash
# OpenROAD 26Q1-2900-gdf79404cd8, Yosys 0.63+post, stock flow scripts
make -C /OpenROAD-flow-scripts/flow DESIGN_CONFIG=/design/flow/config.mk WORK_HOME=/design/flow/orfs finish
==> ./config.mk <==
export PLATFORM = sky130hd
export DESIGN_NAME = rr_arbiter
export DESIGN_NICKNAME = rr_arbiter
export VERILOG_FILES = /design/flow/design.v
export SDC_FILE = /design/flow/constraint.sdc
export NUM_CORES = 4
export LEC_CHECK = 1
export CORE_AREA = 10 10 70 70
export DIE_AREA = 0 0 80 80
==> ./constraint.sdc <==
current_design rr_arbiter

set clk_period 3.6
set clk_io_pct 0.2

create_clock -name clk0 -period $clk_period [get_ports {clk}]

set non_clock_inputs [all_inputs -no_clocks]
set_input_delay [expr $clk_period * $clk_io_pct] -clock clk0 $non_clock_inputs
set_output_delay [expr $clk_period * $clk_io_pct] -clock clk0 [all_outputs]
==> ./design.v <==
module arbiter (
	req, grant, base
);
parameter WIDTH = 4;
input [WIDTH-1:0] req;
output [WIDTH-1:0] grant;
input [WIDTH-1:0] base;
wire [2*WIDTH-1:0] double_req = {req,req};
wire [2*WIDTH-1:0] double_grant = double_req & ~(double_req-base);
assign grant = double_grant[WIDTH-1:0] | double_grant[2*WIDTH-1:WIDTH];
endmodule
module decoder
# (
    parameter WIDTH = 4,
    parameter OUTPUT_TYPE = 1
)
(
    input                      clk,
    input                      rst,
    input                      ack,
    input                      load,
    input 	   [WIDTH - 1:0] in,
    output reg     [WIDTH - 1:0] out
);
	always @ (posedge clk, negedge rst)
	  if (~rst)
            out <= {WIDTH { 1'b0 }};
          else if (load & ack)
            out <= in;
endmodule
module register
# (
    parameter WIDTH = 4
)
(
    input                      clk,
    input                      rst,
    input                      load,
    input                      ack,
    input 	   [WIDTH - 1:0] in,
    output reg [WIDTH - 1:0] out
);
    always @ (posedge clk, negedge rst)
        if (~rst)
            out <= {{(WIDTH - 1){ 1'b0 }}, 1'b1};
        else if (load)
            out <= in;
            else out <= 4'b0000;
endmodule
module rotator
#( 
    parameter WIDTH = 4
)
(
    input  [WIDTH - 1:0] x,
    output [WIDTH - 1:0] z
);
    wire [2 * WIDTH - 1:0] temp;
    assign temp = {x, x} << 1'b1;
    assign z = temp[2 * WIDTH - 1: WIDTH];
endmodule
module rr_arbiter(clk, resetb, ack, request, grant);
	parameter integer WIDTH = 4;
	input clk, resetb, ack;
	input [WIDTH - 1:0] request;
	output [WIDTH - 1:0] grant;
	wire [WIDTH - 1:0] next_base;
	wire [WIDTH - 1:0] grant_tmp;
	wire [WIDTH - 1:0] shifted_base;
	rotator rotator(.x(grant_tmp), .z(shifted_base));
	register base(.clk(clk), .rst(resetb), .ack(ack), .load(1'b1), .in(shifted_base), .out(next_base));
	arbiter arbiter(.req(request), .grant(grant_tmp), .base(next_base));
	decoder final_decoder(.clk(clk), .rst(resetb), .ack(ack), .load(1'b1), .in(grant_tmp), .out(grant));
endmodule
==> run summary <==
Results of the full flow below.

Run status:
- The flow ran to the end, and the final reports show no timing, DRC or antenna violations.

Critical path:
- The run gives the path type of the worst setup path as input pin to flip-flop.
- The run gives the arrival time at the worst endpoint as 2480 ps.
- The run gives the largest fanout on the critical path as 5.
- The run puts the number of cells on the worst reg-to-reg path at 6.
- Data on the critical path is required at its endpoint by 3750 ps.
- The run gives the element type at the critical path start as an input pin.
- STA classifies the critical path endpoint as a flip-flop.

Logic synthesis:
- The run gives the mean post-synth cell area as 9.876 sq um.
- Of the combinational cells, the family taking the most area is simple AND/OR/NAND/NOR gates.
- The run puts the number of enable flip-flop cells at 0.
- The run gives the number of warning messages in the yosys log as 2.
- Per the synthesis report, the simple-gate share of the synthesized area is 16.17%.
- The run gives the cell type contributing the most total cell area after synthesis as dfrtp_1.
- The run puts the post-synthesis cell area at 464.2 sq um.
- After Yosys synthesis, AND-OR and OR-AND compound gates account for 15.09% of the synthesized area.
- The run puts the portion of synthesized cell area occupied by the leading cell type at 37.74%.
- The run puts the proportion of register bits with asynchronous set or reset after synthesis at 100.0%.
- The run puts the register bit total from synthesis at 8.
- The run gives the cell count listed in synth_stat.txt as 47.
- The run puts the number of different library cells in the post-synthesis netlist at 25.
- The run puts the mux contribution to synthesized area at 4.582%.
- In the synthesis report, Yosys lists the chip area as 464.2 sq um.
- The synthesized netlist devotes 1.887% of its cell area to XOR and XNOR gates.
- By area the synthesized netlist is led by dfrtp_1 (38%), ha_1 (8.1%), dfstp_2 (5.7%), inv_1 (5.7%), fa_1 (4.3%).
- The run gives the synthesized-area fraction occupied by adder cells as 12.40%.
- Summing the sequential cell areas from Yosys gives 43.40% of the chip area.
- The run gives the primary flip-flop cell chosen by synthesis mapping as dfrtp_1.
- The run puts the instance count of the mapped netlist at 47.

Flow run:
- The run gives the number of warnings the tools reported as 25.
- The run puts the max capacitance violation total at 0.

Detailed routing:
- The first TritonRoute pass finished after 4 iterations.
- The run gives the antenna diode instance count as 0.
- The final route contains 377 vias.
- Per the log, the first TritonRoute iteration ended with a DRC count of 15.
- The DRC violation total left in the routed layout is recorded as 0.
- The run puts the via density per instance at 3.557.
- The run puts the number of nets still failing antenna checks after routing at 0.
- The run gives the wire length per cell as 9.868 microns.
- Per the detailed-route log, wirelength across all metal layers totals 1.046 mm.

Die:
- The run gives the count of boundary I/O pins as 11.
- The run gives the overall die area as 0.006400 sq mm.
- The run puts the horizontal die dimension at 80 microns.
- The run gives the initial standard-cell utilization of the core as 13.59%.
- The run puts the placeable core region at 0.003416 sq mm.
- In this run the vertical extent of the chip is 80 microns.
- The run puts the number of standard-cell rows in the floorplan at 21.

Pwr:
- The run gives the power per standard cell area as 541.3 mW/mm^2.
- VDD sags by at most 0.0001459 V.
- The run puts the post-layout total power at 348.8 uW.
- The run gives the leakage dissipation as 0.2677 nW.

Place:
- The HPWL after detailed placement is 818.6 microns.
- The buffer_ports step reported a buffer count of 10.
- The run gives the instance area at placement as 618.1 sq um.
- The run gives the final weighted congestion of routability-driven global placement as 0.7905.
- The run puts the worst slack after detailed placement at 1021 ps.

Clock tree:
- The run puts the worst-skew pair later-pin latency at 260 ps.
- The CTS report gives the tree buffer count as 3.
- TritonCTS built the clock tree.
- For this design, the sink count on the clock tree is 8.
- The run puts the number of post-CTS setup repair buffers at 0.
- Once the clock tree was built, the resizer swapped 0 gates to a different size.
- The run gives the total of hold buffers inserted after clock tree synthesis as 0.
- The run gives the clock tree root driver cell as clkbuf_4.
- The run puts the clock tree buffer depth at 2.
- The run puts the clock edge transition at the registers on the reported setup and hold paths at 60 ps.
- The run puts the deepest level of the CTS H-tree at 1.

Final timing:
- Setup slack on the critical path of the routed design comes to 1269 ps.
- The run puts the number of endpoints with negative hold slack in the final report at 0.
- The run gives the relative max-transition margin as 74.41%.
- The run puts the part of the cycle the worst path needs at 64.74%.
- The run gives the slew at the pin closest to its max-slew limit as 382.7 ps.
- The run gives the worst clock skew as 5.777 ps.
- The smallest clock period supported by the final layout is computed as 2331 ps.
- Setup repair after global routing left no endpoint under its margin.
- Counting pins that exceed their max-slew limit in the final report gives 0.
- The run puts the fmax at 429.0 MHz.
- The run puts the aggregate negative setup slack at 0 ps.
- The run gives the number of setup violations in the final report as 0.
- The run puts the tightest hold margin at 532.5 ps.

Global routing:
- The run puts the maximum number of pins on one net before global-route repair at 9.
- The run gives the via count of the first global-routing pass as 383.
- The run gives the all-layer global routing usage as 3.590%.
- The run puts the global-route congestion overflow total at 0.
- The first global-routing pass estimated 1.807 mm of wire.
- The run gives the number of antenna violations at the first check in global routing as 0.

Hold path:
- The min-delay analysis places its worst path in the category flip-flop to flip-flop.
- The run gives the hold-critical path depth as 2.

Layout:
- The run puts the final instance area at 644.4 sq um.
- The run puts the total of fill cells in the finished design at 383.
- The run puts the share of cells above drive strength 1 at 10.00%.
- The layout report lists the combined flip-flop and latch area as 201.4 sq um.
- The area growth from synthesis to layout is 38.81%.
- The run puts the total area of multi-input combinational cells at 232.7 sq um.
sequential cells by signal (all words and copies together), names as in the netlist:
name               cells
base.out               4
final_decoder.out      4
per-layer routing:
metal	GRT usage [%]	part of all wire, %	vias up	wire [microns]
met1	4.946	47	178	494
met4	0	0	0	0
met3	2.841	14	0	151
li1	-	-	186	-
met5	0	0	-	0
met2	4.494	38	13	400
cells by family (layout without fill, tap and decap cells):
| family | Yosys count | in the layout |
|---|---|---|
| xor gates and xnor gates | 1 | 1 |
| muxes | 2 | 2 |
| adders and majority gates | 4 | 4 |
| DFF | 8 | 8 |
| and+or+nand+nor | 14 | 14 |
| AOI/OAI and AO/OA | 10 | 10 |
| buffers and inverters | 8 | 21 |
Yosys cell counts (all sizes together), types with 2 or more instances:
master,count
dfrtp,7
nor3b,2
nand2,4
a31oi,2
nor2b,3
ha,3
inv,7
o21a,2
nor2,2
layout make-up:
type / instances / share of cell area (%)
clock buffer: 4 / 4.078
inverter: 7 / 4.078
multi-input combinational: 31 / 36.12
sequential: 8 / 31.26
tap: 46 / 8.932
timing repair buffer: 10 / 15.53
cells in the final DEF (no fill, tap or decap), drive strengths merged:
cell,netlist,routed
nor2b,3,3
nor4,1,1
a21oi,1,1
dfrtp,7,7
a21boi,1,1
mux2i,1,1
mux2,1,1
inv,7,7
clkbuf,1,4
nor3b,2,2
nor2,2,2
o31a,1,1
clkdlybuf4s50,0,10
o32ai,1,1
dfstp,1,1
a31oi,2,2
o211ai,1,1
nand2,4,4
o21ai,1,1
fa,1,1
nor3,1,1
o21a,2,2
ha,3,3
xnor2,1,1
nand3,1,1
critical path, stage by stage:
cell and delay [ps]:
clkdlybuf4s50_1 540, inv_1 100, fa_1 460, nor2b_1 120
o21ai_0 120, nor2b_1 180, o31a_1 230
report_power, final:
part           internal, mW  leakage, nW  total (mW)  switching (mW)
sequential            0.119       0.0978       0.133          0.0141
clock                0.0425       0.0150      0.0752          0.0327
combinational        0.0769        0.155       0.140          0.0636
path summary, 6_finish.rpt:
check	startpoint	endpoint	slack [ps]
worst max-delay path	request[1]	final_decoder.out[0]$_DFFE_PN0P_	1270
max in group asynchronous	resetb	base.out[0]$_DFF_PN1_	2540
worst min register to register	final_decoder.out[3]$_DFFE_PN0P_	final_decoder.out[3]$_DFFE_PN0P_	530
worst min-delay path	final_decoder.out[3]$_DFFE_PN0P_	final_decoder.out[3]$_DFFE_PN0P_	530
min in group asynchronous	resetb	base.out[2]$_DFF_PN0_	750
worst max register to register	base.out[0]$_DFF_PN1_	final_decoder.out[0]$_DFFE_PN0P_	1900
through the flow:
| stage | std cells | utilization [%] |
|---|---|---|
| finish | 106 | 18.86 |
| CTS | 106 | 18.86 |
| global placement | 102 | 18.10 |
| floorplan | 47 | - |
| global route | 106 | 18.86 |
| detailed placement | 102 | 18.10 |
Power is estimated from default activity; no workload was simulated.
