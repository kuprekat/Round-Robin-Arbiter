[constraint.sdc]
current_design left_rotator

set clk_period 2.5
set clk_io_pct 0.2

create_clock -name clk0 -period $clk_period

set non_clock_inputs [all_inputs -no_clocks]
set_input_delay [expr $clk_period * $clk_io_pct] -clock clk0 $non_clock_inputs
set_output_delay [expr $clk_period * $clk_io_pct] -clock clk0 [all_outputs]
[design.v]
module left_rotator
#( 
    parameter WIDTH = 8,
    parameter SHIFT = 3  
)
(
    input  [WIDTH - 1:0] x,
    input  [SHIFT - 1:0] shamt,
    output [WIDTH - 1:0] z
);
    wire [2 * WIDTH - 1:0] temp;
    assign temp = {x, x} << shamt;
    assign z = temp[2 * WIDTH - 1: WIDTH];
endmodule
[run.sh]
#!/bin/bash
# OpenROAD 26Q1-2900-gdf79404cd8, Yosys 0.63+post, stock flow scripts
make -C /OpenROAD-flow-scripts/flow DESIGN_CONFIG=/design/flow/config.mk WORK_HOME=/design/flow/orfs finish
[config.mk]
export PLATFORM = sky130hd
export DESIGN_NAME = left_rotator
export DESIGN_NICKNAME = left_rotator
export VERILOG_FILES = /design/flow/design.v
export SDC_FILE = /design/flow/constraint.sdc
export NUM_CORES = 4
export LEC_CHECK = 1
export CORE_AREA = 10 10 70 70
export DIE_AREA = 0 0 80 80
==> Slide: Implementation Results <==
Flow Results at a Glance

Run status
  • Status: complete, no violations

Worst setup path
  • Slowest CP cell: mux4_2
  • Nature of the critical path endpoint: primary output
  • Critical path class: input pin to primary output
  • CP startpoint kind: input pin
  • Most frequent CP cell: buf_6
  • Critical path fanouts, max: 7
  • Crit path buffers/inverters: 4
  • Cells along the critical path: clkdlybuf4s15_1 -> buf_6 -> buf_6 -> mux4_2 -> mux2_4 -> dlygate4sd2_1
  • Worst Path Required: 2.00 ns
  • Crit path max-delay family: multiplexers
  • Data arrival, critical path: 1.92 ns
  • Slowest stage delay, CP: 0.50 ns

Routing
  • DRC Markers: 0
  • Post-DR vias/cell: 3.482
  • Routed wire per std cell: approximately 12 um
  • Routed WL: a little under 1 mm
  • Total number of vias: 296
  • DR pass1 iterations: 4
  • DRT iter0 DRCs: 2
  • # diodes: 0
  • Antenna Nets Post-Route: 0

Floorplanning
  • FP Core Util: 9.560%
  • Chip width: 80 um
  • Die area: about 6400 sq um
  • Core area: roughly 3400 sq um
  • Die Ht: approximately 80 um
  • Num rows: 21
  • Io pins: 19

Power and ir drop
  • IR drop worst, VDD: just over 60 uV
  • Lkg Pwr: ~0.25 nW
  • PD cells: ~190 nW/um^2

STA
  • Max_slew headroom: between 60% and 70%
  • Hold Vio Cnt, Final: 0
  • Worst-Margin Slew: between 0.4 and 0.5 ns
  • Setup ws final: ~0.083 ns
  • Hold WS: ~1.6 ns
  • Final period utilization: between 90% and 100%
  • Max frequency: around 410 MHz
  • RSZ-0062 raised after global routing: no
  • Slew Viols, Final: 0
  • Tmin final: 2.417 ns
  • Setup Viol. Count Final: 0

GRT
  • Vias in the first global route: around 330
  • First-pass GRT wire length: around 1.6 mm
  • Total GRT Usage: around 3.1%
  • Initial antenna violation count: 0
  • Total grt overflow: 0
  • Largest net degree at the start of global routing: 9

Job
  • # Max-Cap Violations: 0
  • OpenROAD warning count: 33

Cells and area
  • Sequential cells: 0
  • Seq. cell area: 0 sq um
  • Share of cells above drive strength 1: about 50%
  • Comb area: a little under 300 sq um
  • # clk buffers: 0
  • Layout fillers: between 300 and 400
  • Area grow syn2layout: 74.33%
  • Final Util: 16.67%

Synth
  • Syn avg cell area: roughly 17 sq um
  • Seq share, synth: 0%
  • Synth unique cells: 4
  • Post-Syn Area: approximately 330 sq um
  • Cell taking the most area after synthesis: mux4_1
  • Post-Syn Instances: 19
  • Yosys chip area: 326.6 sq um
  • Area share, top type: 64.37%
  • Synth top cells by count: mux2_2, mux4_1, buf_6, buf_1
  • Ys cells: 19
  • Synth Warn #: 0
  • Top area cell types: mux4_1, mux2_2, buf_6

Hold path
  • Tightest Hold Check Type: input pin to primary output

Placement
  • Final GP Congestion: 0.8673
  • Worst slack, placed: -0.4229 ns
  • PortBufs: 19
## layout make-up
cell class         instances  share of cell area (%)
well taps                 46                   10.11
multi-input cells         16                   52.09
repair buffers            23                   37.80
## kinds of logic after synthesis
family / count (synthesis) / synth area share, %
muxes: 16 / 91.95
buffers and inverters: 3 / 8.044
## per-layer routing
layer  up-vias  track usage [%]  share of wire [%]
met4         0                0                  0
met3         0            2.955                 22
li1        126                -                  -
met2        26            2.889                 24
met1       144            4.820                 53
met5         -                0                  0
## worst paths after layout
kind	cells after the start	start	end
setup / recovery	6	shamt[2]	z[2]
hold / removal	3	shamt[0]	z[0]
## through the flow
stage / cells / cell area [sq um] / setup TNS [ns] / power (mW)
finish: 85 / 569.3 / 0 / 0.1060
global route: 85 / 569.3 / 0 / 0.1164
CTS: 87 / 574.3 / -0.03676 / 0.1108
detailed placement: 83 / 563.0 / -3.264 / 0.1052
global placement: 83 / 563.0 / -3.247 / 0.1041
floorplan: 19 / 326.6 / 0 / 0.04464
## placed cells by master (no fill, tap or decap), drive strengths merged
cell,count
dlygate4sd2,14
mux4,8
dlymetal6s2s,2
clkdlybuf4s15,3
mux2,8
buf,4
## what timing repair did
action | in CTS | in global routing
setup buffers | 4 | 0
pin swaps | 0 | 0
hold buffers | 0 | 0
resized | 35 | 6
setup endpoints to repair | 8 | 4
## where the power goes
part / total, mW / switching [mW] / internal (mW)
logic: 0.106 / 0.0325 / 0.0734
registers: 0 / 0 / 0
clock network: 0 / 0 / 0
total: 0.106 / 0.0325 / 0.0734
No activity file was given, so power comes from the tool's default toggle rates.
